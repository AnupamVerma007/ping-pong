## /design/flow/config.mk

```make
export PLATFORM = sky130hd
export DESIGN_NAME = ping_pong
export DESIGN_NICKNAME = ping_pong
export VERILOG_FILES = /design/flow/design.v
export SDC_FILE = /design/flow/constraint.sdc
export NUM_CORES = 4
export LEC_CHECK = 1
export CORE_UTILIZATION = 40
```

## /design/flow/constraint.sdc

```tcl
current_design ping_pong

set clk_period 3.7
set clk_io_pct 0.2

create_clock -name clk0 -period $clk_period [get_ports {sysclk}]

set non_clock_inputs [all_inputs -no_clocks]
set_input_delay [expr $clk_period * $clk_io_pct] -clock clk0 $non_clock_inputs
set_output_delay [expr $clk_period * $clk_io_pct] -clock clk0 [all_outputs]
```

## /design/flow/design.v

```verilog
`timescale 1ns / 1ps
`timescale 1ns / 1ps
module ball(
    );
endmodule
module ball_write(
        X,
        Y,
        Sx,
        Sy,
        on
    );
    input [2:0] X;
    input [2:0] Y;
    input on;
    output reg [7:0] Sx;
    output reg [7:0] Sy;
    always @(X, Y, on)
    begin
    if (on == 0)
    begin
        Sx = 8'b00000000;
        Sy = 8'b00000000;
    end
    else
    begin
        if (X == 3'b000)
        begin
            Sx = 8'b00000001;
            if (Y == 3'b000)
            begin
                Sy = 8'b11111110;
            end
            else if (Y == 3'b001)
            begin
                Sy = 8'b11111101;
            end
            else if (Y == 3'b010)
            begin
                Sy = 8'b11111011;
            end
            else if (Y == 3'b011)
            begin
                Sy = 8'b11110111;
            end
            else if (Y == 3'b100)
            begin
                Sy = 8'b11101111;
            end
            else if (Y == 3'b101)
            begin
                Sy = 8'b11011111;
            end
            else if (Y == 3'b110)
            begin
                Sy = 8'b10111111;
            end
            else if (Y == 3'b111)
            begin
                Sy = 8'b01111111;
            end
        end
        if (X == 3'b001)
            Sx = 8'b00000010;
            if (Y == 3'b000)
            begin
                Sy = 8'b11111110;
            end
            else if (Y == 3'b001)
            begin
                Sy = 8'b11111101;
            end
            else if (Y == 3'b010)
            begin
                Sy = 8'b11111011;
            end
            else if (Y == 3'b011)
            begin
                Sy = 8'b11110111;
            end
            else if (Y == 3'b100)
            begin
                Sy = 8'b11101111;
            end
            else if (Y == 3'b101)
            begin
                Sy = 8'b11011111;
            end
            else if (Y == 3'b110)
            begin
                Sy = 8'b10111111;
            end
            else if (Y == 3'b111)
            begin
                Sy = 8'b01111111;
            end
        if (X == 3'b010)
        begin
            Sx = 8'b00000100;
            if (Y == 3'b000)
            begin
                Sy = 8'b11111110;
            end
            else if (Y == 3'b001)
            begin
                Sy = 8'b11111101;
            end
            else if (Y == 3'b010)
            begin
                Sy = 8'b11111011;
            end
            else if (Y == 3'b011)
            begin
                Sy = 8'b11110111;
            end
            else if (Y == 3'b100)
            begin
                Sy = 8'b11101111;
            end
            else if (Y == 3'b101)
            begin
                Sy = 8'b11011111;
            end
            else if (Y == 3'b110)
            begin
                Sy = 8'b10111111;
            end
            else if (Y == 3'b111)
            begin
                Sy = 8'b01111111;
            end
        end
        if (X == 3'b011)
        begin
            Sx = 8'b000001000;
            if (Y == 3'b000)
            begin
                Sy = 8'b11111110;
            end
            else if (Y == 3'b001)
            begin
                Sy = 8'b11111101;
            end
            else if (Y == 3'b010)
            begin
                Sy = 8'b11111011;
            end
            else if (Y == 3'b011)
            begin
                Sy = 8'b11110111;
            end
            else if (Y == 3'b100)
            begin
                Sy = 8'b11101111;
            end
            else if (Y == 3'b101)
            begin
                Sy = 8'b11011111;
            end
            else if (Y == 3'b110)
            begin
                Sy = 8'b10111111;
            end
            else if (Y == 3'b111)
            begin
                Sy = 8'b01111111;
            end
        end
        if (X == 3'b100)
        begin
            Sx = 8'b00010000;
            if (Y == 3'b000)
            begin
                Sy = 8'b11111110;
            end
            else if (Y == 3'b001)
            begin
                Sy = 8'b11111101;
            end
            else if (Y == 3'b010)
            begin
                Sy = 8'b11111011;
            end
            else if (Y == 3'b011)
            begin
                Sy = 8'b11110111;
            end
            else if (Y == 3'b100)
            begin
                Sy = 8'b11101111;
            end
            else if (Y == 3'b101)
            begin
                Sy = 8'b11011111;
            end
            else if (Y == 3'b110)
            begin
                Sy = 8'b10111111;
            end
            else if (Y == 3'b111)
            begin
                Sy = 8'b01111111;
            end
        end
        if (X == 3'b101)
        begin
            Sx = 8'b00100000;
            if (Y == 3'b000)
            begin
                Sy = 8'b11111110;
            end
            else if (Y == 3'b001)
            begin
                Sy = 8'b11111101;
            end
            else if (Y == 3'b010)
            begin
                Sy = 8'b11111011;
            end
            else if (Y == 3'b011)
            begin
                Sy = 8'b11110111;
            end
            else if (Y == 3'b100)
            begin
                Sy = 8'b11101111;
            end
            else if (Y == 3'b101)
            begin
                Sy = 8'b11011111;
            end
            else if (Y == 3'b110)
            begin
                Sy = 8'b10111111;
            end
            else if (Y == 3'b111)
            begin
                Sy = 8'b01111111;
            end
        end
        if (X == 3'b110)
        begin
            Sx = 8'b01000000;
            if (Y == 3'b000)
            begin
                Sy = 8'b11111110;
            end
            else if (Y == 3'b001)
            begin
                Sy = 8'b11111101;
            end
            else if (Y == 3'b010)
            begin
                Sy = 8'b11111011;
            end
            else if (Y == 3'b011)
            begin
                Sy = 8'b11110111;
            end
            else if (Y == 3'b100)
            begin
                Sy = 8'b11101111;
            end
            else if (Y == 3'b101)
            begin
                Sy = 8'b11011111;
            end
            else if (Y == 3'b110)
            begin
                Sy = 8'b10111111;
            end
            else if (Y == 3'b111)
            begin
                Sy = 8'b01111111;
            end
        end
        if (X == 3'b111)
        begin
            Sx = 8'b10000000;
            if (Y == 3'b000)
            begin
                Sy = 8'b11111110;
            end
            else if (Y == 3'b001)
            begin
                Sy = 8'b11111101;
            end
            else if (Y == 3'b010)
            begin
                Sy = 8'b11111011;
            end
            else if (Y == 3'b011)
            begin
                Sy = 8'b11110111;
            end
            else if (Y == 3'b100)
            begin
                Sy = 8'b11101111;
            end
            else if (Y == 3'b101)
            begin
                Sy = 8'b11011111;
            end
            else if (Y == 3'b110)
            begin
                Sy = 8'b10111111;
            end
            else if (Y == 3'b111)
            begin
                Sy = 8'b01111111;
            end
        end
    end
end
endmodule
`timescale 1ns / 1ps
module paddle(
    );
endmodule
module paddle_write1(
        pos,
        Sx,
        Sy,
        on
);
       input [2:0] pos; 
       input on;
       output reg [7:0] Sx;
       output reg [7:0] Sy;
       always @(pos, on)
       begin
            if (on == 0)
            begin
                Sx = 8'b00000000;
                Sy = 8'b00000000;
            end
            else
            begin
                Sx = 8'b00000000;
                Sx[pos] = 1'b1;
                Sx[pos + 1] = 1'b1;
                Sx[pos + 2] = 1'b1;
                Sy = 8'b01111111;
            end
       end
endmodule
module paddle_write2(
        pos,
        Sx,
        Sy,
        on
);
       input [2:0] pos; 
       input on;
       output reg [7:0] Sx;
       output reg [7:0] Sy;
       always @(pos, on)
       begin
            if (on == 0)
            begin
                Sx = 8'b00000000;
                Sy = 8'b00000000;
            end
            else
            begin
                Sx = 8'b00000000;
                Sx[pos] = 1'b1;
                Sx[pos + 1] = 1'b1;
                Sx[pos + 2] = 1'b1;
                Sy = 8'b11111110;
            end
       end
endmodule
module ping_pong(
        Ox,
        Oy,
        sysclk,
        p1b1,
        p1b2,
        p2b1,
        p2b2,
        divclk,
        divclk2,
        divclk3,
        DA,
        D1,
        D2,
        Dt1,
        Dt2
    );
    input sysclk;
    input p1b1;
    input p1b2;
    input p2b1;
    input p2b2;
    output [7:0] Ox;
    output [7:0] Oy;
    output [6:0] DA;
    output Dt1, Dt2;
    assign Dt1 = 1'b1;
    assign Dt2 = 1'b1;
    wire [6:0] DA1;
    wire [6:0] DA2;
    output reg D1 = 1'b1;
    output reg D2 = 1'b1;
    assign DA = DA1 | DA2;
    wire [7:0] Sx;
    wire [7:0] Sy;
    wire [7:0] Px1;
    wire [7:0] Py1;
    wire [7:0] Px2;
    wire [7:0] Py2;
    wire [7:0] Px;
    wire [7:0] Py;
    wire [2:0] Wx;
    wire [2:0] Wy;
    output divclk;
    output divclk2;
    output divclk3;
    reg ball_on = 1;
    reg paddle_on1 = 0;
    reg paddle_on2 = 0;
    ball_write l1(Wx, Wy, Sx, Sy, ball_on);
    reg [2:0] dir = 3'b001;
    reg [2:0] X = 3'b100;
    reg [2:0] Y = 3'b100;
    reg [2:0] P1 = 3'b000;
    reg [2:0] P2 = 3'b000;
    integer ctr = 0;
    integer disp = 0;
    reg [3:0] sc1 = 4'b0000;
    reg [3:0] sc2 = 4'b0000;
    paddle_write1 d1(P1, Px1, Py1, paddle_on1);
    paddle_write2 d2(P2, Px2, Py2, paddle_on2);
    assign Wx = X;
    assign Wy = Y;
    assign Ox = Sx | Px1 | Px2;
    assign Oy = Sy | Py1 | Py2;
    freq_div f1(sysclk, divclk);
    freq_div2 f2(sysclk, divclk2);
    freq_div3 f3(sysclk, divclk3);
    bcd_display bd1(sc1, D1, DA1);
    bcd_display bd2(sc2, D2, DA2);
    always @(posedge divclk3)
    begin
        if (disp % 2 == 0)
        begin
            D1 = 1'b1;
            D2 = 1'b0;
        end
        if (disp % 2 == 1)
        begin
            D1 = 1'b0;
            D2 = 1'b1;
        end
        disp = disp + 1; 
    end
    always @(posedge divclk2)
    begin
        if (p1b1 == 1)
        begin
            if (P1 != 3'b000)
                P1 = P1 - 1;
        end
        if (p1b2 == 1)
        begin
            if (P1 != 3'b101)
                P1 = P1 + 1;
        end
        if (p2b1 == 1)
        begin
            if (P2 != 3'b000)
                P2 = P2 - 1;
        end
        if (p2b2 == 1)
        begin
            if (P2 != 3'b101)
                P2 = P2 + 1;
        end
    end
    always @(posedge divclk3)
    begin
        if (ctr % 3 == 0)
        begin
            ball_on = 1;
            paddle_on1 = 0;
            paddle_on2 = 0;
        end
        if (ctr % 3 == 1)
        begin
            ball_on = 0;
            paddle_on1 = 1;
            paddle_on2 = 0;
        end
        if (ctr % 3 == 2)
        begin
            ball_on = 0;
            paddle_on1 = 0;
            paddle_on2 = 1;
        end
        ctr = ctr + 1;
    end
    always @(posedge divclk)
    begin
        if (ctr % 3 == 0 )
        begin
        if (X == 3'b000)
        begin
            if (dir == 3'b011)
                dir = 3'b001;
            if (dir == 3'b100)
                dir = 3'b000;
            if (dir == 3'b101)
               dir = 3'b111;
        end
        if (X == 3'b111)
        begin
            if (dir == 3'b000)
                dir = 3'b100;
            if (dir == 3'b001)
                dir = 3'b011;
            if (dir == 3'b111)
               dir = 3'b101;       
        end
        if (Y == 3'b000 )
        begin
            if (P2 == X)
            begin
                dir = 3'b011;
            end
            else if (P2 + 1 == X)
            begin
                dir = 3'b010;
            end
            else if (P2 + 2 == X)
            begin
                dir = 3'b001;
            end
            else
            begin
                X = 3'b100;
                Y = 3'b100;
                dir = 3'b010;
                sc1 = sc1 + 1;
            end
        end
        if (Y == 3'b111)
        begin
            if (P1 == X)
            begin
                dir = 3'b101;
            end
            else if (P1 + 1 == X)
            begin
                dir = 3'b110;
            end
            else if (P1 + 2 == X)
            begin
                dir = 3'b111;
            end 
            else
            begin
                X = 3'b100;
                Y = 3'b100;
                dir = 3'b110;
                sc2 = sc2 + 1;
            end
        end
        if (dir == 3'b000)
        begin
            X = X + 1;
        end
        if (dir == 3'b001)
        begin
            X = X + 1;
            Y = Y + 1;
        end
        if (dir == 3'b010)
        begin
            Y = Y + 1;
        end
        if (dir == 3'b011)
        begin
            X = X - 1;
            Y = Y + 1;
        end
        if (dir == 3'b100)
        begin
            X = X - 1;
        end
        if (dir == 3'b101)
        begin
            X = X - 1;
            Y = Y - 1;
        end
        if (dir == 3'b110)
         begin
            Y = Y - 1;
        end
        if (dir == 3'b111)
        begin
            X = X + 1;
            Y = Y - 1;
        end
        end
    end
endmodule
module freq_div(clk, out_clk);
    input clk;
    output reg out_clk;
    reg[27:0] counter = 28'd0;
    parameter DIVISOR = 28'd7000000;
    always @(posedge clk)
    begin
        counter <= counter + 1;
        if (counter >= (DIVISOR-1))
            counter <= 28'd0;
        out_clk <= (counter < DIVISOR/2) ? 1'b1 : 1'b0; 
    end
endmodule
module freq_div2(clk, out_clk);
    input clk;
    output reg out_clk;
    reg[27:0] counter = 28'd0;
    parameter DIVISOR = 28'd10000000;
    always @(posedge clk)
    begin
        counter <= counter + 1;
        if (counter >= (DIVISOR-1))
            counter <= 28'd0;
        out_clk <= (counter < DIVISOR/2) ? 1'b1 : 1'b0; 
    end
endmodule
module freq_div3(clk, out_clk);
    input clk;
    output reg out_clk;
    reg[27:0] counter = 28'd0;
    parameter DIVISOR = 28'd2000000;
    always @(posedge clk)
    begin
        counter <= counter + 1;
        if (counter >= (DIVISOR-1))
            counter <= 28'd0;
        out_clk <= (counter < DIVISOR/2) ? 1'b1 : 1'b0; 
    end
endmodule
module bcd_display(
    input [3:0] sc1,
    input D1,
    output reg [6:0] DA1
);
    always @(D1)
    begin
        if (D1 == 1'b0)
            DA1 = 7'b0000000;
        else
        begin
            case (sc1)
                4'b0000: DA1 <= 7'b1000000;  
                4'b0001: DA1 <= 7'b1111001;  
                4'b0010: DA1 <= 7'b0100100;  
                4'b0011: DA1 <= 7'b0110000;  
                4'b0100: DA1 <= 7'b0011001;  
                4'b0101: DA1 <= 7'b0010010;  
                4'b0110: DA1 <= 7'b0000010;  
                4'b0111: DA1 <= 7'b1111000;  
                4'b1000: DA1 <= 7'b0000000;  
                4'b1001: DA1 <= 7'b0010000;  
                default : DA1 <= 7'b0000000;
           endcase
        end
    end
endmodule
```

## /design/flow/run.sh

```bash
#!/bin/bash
# OpenROAD 26Q1-2900-gdf79404cd8, Yosys 0.63+post, stock flow scripts
make -C /OpenROAD-flow-scripts/flow DESIGN_CONFIG=/design/flow/config.mk WORK_HOME=/design/flow/orfs finish
```

==> flow_summary.yaml <==
# physical design summary
logic_synthesis:
  logic_family: "simple AND/OR/NAND/NOR gates"
  yosys.area_share.simple_pct: 25.5
  fa_ha_area_share_pct: 6.18
  largest_area_cell: "dfxtp_1"
  syn_inst: 1642
  area_leaders: "dfxtp_1, xnor2_1, ha_1"
  edf_count: 17
  compound_area_share_pct: 17.2
  most_common_cell: "nor2_1"
  ys_sh_xor_pct: 14.0
  synthMuxAreaShare_pct: 2.94
  ys_cells: 1642
  yosysUniqueCellTypes: 109
  syn_avg_cell_area_um2: 8.14
  async_reset_ff_share_pct: 0
  ys.flop_type: "dfxtp_1"
  ys.warnings.count: 24
  syn_area_um2: 13400
  ys_top_cells_by_count: "nor2_1, dfxtp_1, nand2_1"
  ys_ff: 195
  yosys-stat-area_um2: 13400
  top_area_share_pct: 24.3
detailed_routing:
  drt-met1-wl_um: 13900
  dr.max_layer_used: "met4"
  wl_um: 26700
  n_antenna_cell: 0
  route.antenna.remaining_nets: 0
  vias: 11108
  drt_first_pass_iters: 6
  wl_per_cell_um: 12.7
  wl_met3_um: 1020
  wl_met2_um: 11500
  drtIter0Drc: 695
  drc_errors: 0
  avgViaCountPerCell: 5.29
worst_hold_path:
  min_from: "f1.counter[25]"
  worst_hold_path.endpoint: "f1.out_clk"
  hold_depth: 1
  hp-class: "reg2reg"
clocking:
  postCtsSetupBuffers: 0
  cts.clk_slew.worst_paths_ns: 0.06
  h-tree-depth: 3
  cts-root-buf: "clkbuf_16"
  clockBufferDepth: 2
  cts_tree: "done"
  cts-hold-fix-buffers: 0
  clkLatencyLatePin_ns: 0.33
  cts_resized: 0
  cts_buffers: 9
status:
  status: "complete, no violations"
final_timing:
  maxSlewHeadroom_pct: 41.0
  setup_ws_ns: 0.727
  unclocked_regs: 108
  worstMarginPinSlew_ns: 0.878
  period_used_pct: 80.4
  max_freq_mhz: 336
  untimed_endpoints: 150
  worst_hold_slack_ns: 0.435
  final.min_clock_period_ns: 2.97
  tns_ns: 0
  skew_ns: 0.00611
  setup_viol: 0
  hold_viol_final: 0
  final_max_slew_viol_count: 0
  rsz0062_at_grt: "false"
placed_design:
  place_congestion: 0.844
  post-dp-hpwl_um: 20100
  pre_cts_ws_ns: 0.670
  placed_cell_area_um2: 14100
  io_buffers: 32
floorplan:
  die_x_um: 185
  die-area_um2: 34200
  coreArea_um2: 32700
  die_h_um: 185
  num_rows: 66
  initCoreUtil_pct: 40.9
  io_pins: 35
layout:
  drive_gt1_share_pct: 5.37
  synthToLayoutAreaGrowth_pct: 7.87
  stdcell_area_um2: 14400
  nFillCells: 3233
worst_setup_path:
  r2r_cells: 12
  r2r-end: "f2.counter[16]"
  ff2ff_setup_slack_ns: 0.73
  critPathLaunchType: "flop"
  timing.rr.start: "f2.counter[0]"
  endpoint_kind: "flop"
  critPathRequiredTime_ns: 3.95
  cp_max_fo: 23
  path_class: "reg2reg"
  arrival_ns: 3.23
grt:
  antenna_found_initial: 0
  grt_use_total_pct: 16.4
  gr-total-overflow: 0
  grt_pass1_wl_um: 46800
  first_global_vias: 9980
  grt_max_degree: 70
power_and_ir_drop:
  irDropWorstVdd_mv: 0.265
  powerDensity_nw_per_um2: 135
  power_leakage_nw: 5.24
run:
  warnings: 56
  drv_cap: 0
## sequential cells by signal, summed over array words and instances (netlist names), 3 cells and up
| name | flops |
|---|---|
| disp | 32 |
| f1.counter | 28 |
| P1 | 3 |
| l1.Sx | 8 |
| ctr | 32 |
| P2 | 3 |
| X | 3 |
| Y | 3 |
| f3.counter | 28 |
| f2.counter | 28 |
| sc2 | 4 |
| sc1 | 4 |
| l1.Sy | 8 |
| dir | 3 |
## final cells by class
type	count	area (µm²)	area share, %
clock buffer	9	225	1.56
clock inverter	7	78.8	0.547
inverter	69	259	1.80
multi-input combinational	1337	8920	61.9
sequential	195	4000	27.7
tap	442	553	3.83
timing repair buffer	41	388	2.69
## cell usage in the layout (no fill, tap or decap), types with 14 or more instances in the layout
cell / synthesis / routed
ha_1: 66 / 66
and2_1: 16 / 16
inv_1: 66 / 66
nand4_1: 26 / 26
dfxtp_1: 162 / 161
dlxtn_1: 16 / 16
o21ai_0: 58 / 58
nand2_1: 150 / 150
mux2_2: 14 / 14
xnor2_1: 133 / 133
nor2b_1: 16 / 16
a222oi_1: 14 / 14
clkdlybuf4s50_1: 0 / 32
conb_1: 2 / 34
o31ai_1: 14 / 14
nand2b_1: 16 / 16
edfxtp_1: 17 / 17
nor2_1: 201 / 201
nor4_1: 21 / 21
nand3_1: 76 / 76
a21oi_1: 49 / 49
mux2i_1: 21 / 21
xor2_1: 77 / 77
and3_1: 33 / 33
nor3_1: 55 / 55
or3_1: 21 / 21
## through the flow
stage                     instances  util [%]  total power [mW]
after floorplan                1674         -              1.06
after global placement         2084      43.2              1.08
after detailed placement       2084      43.2              1.08
after CTS                      2100      44.1              1.99
after global routing           2100      44.1              2.04
final                          2100      44.1              1.95
## how the worst max path moves through the flow
| stage | cells past startpoint | end | slack (ns) | start |
|---|---|---|---|---|
| final | 12 | f2.counter[16] | 0.73 | f2.counter[0] |
| after CTS | 12 | f2.counter[16] | 0.64 | f2.counter[0] |
| after global routing | 12 | f2.counter[9] | 0.31 | f2.counter[0] |
## power by group
group	switching [mW]	internal, mW	total, mW
logic	0.0482	0.0359	0.0842
registers	0.00836	0.965	0.974
clock network	0.366	0.528	0.894
## critical path, stage by stage (launching register included)
cell and delay (ns):
dfxtp_1 0.33, ha_1 0.24, nand2_1 0.08, nor2_1 0.05, and2_1 0.21, o311a_1 0.30
o21ai_0 0.15, nand2_1 0.06, a2111oi_0 0.41, nor2_1 0.08, o31ai_1 0.26, nand2_1 0.49
nor2_1 0.24
## metal layers
metal | GRT usage [%] | vias to the layer above
li1 | - | 5859
met4 | 1.22 | 0
met5 | 0 | -
met2 | 25.2 | 189
met1 | 26.5 | 5044
met3 | 1.60 | 16
## logic make-up after synthesis
group,count (synthesis)
AND-OR/OR-AND,303
XOR/XNOR,211
multiplexers,37
buffers and inverters,142
adder cells (fa/ha/maj),66
latches,16
AND/OR/NAND/NOR,686
other,2
flip-flops,179
No activity file was given, so power comes from the tool's default toggle rates.
